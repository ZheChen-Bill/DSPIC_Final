==> flow/design.v <==
`timescale 1ns / 1ps
module fir
#(
    parameter WL = 14,
    parameter MAC_WL = 20,
    parameter tap_num = 37
)
(
    input  wire       clk,
    input  wire       rst_n,
    input  wire signed     [WL-1:0] data_in,
    output wire signed [MAC_WL-1:0] data_out
);
    wire signed [WL-1:0] tap [tap_num-1:0];
    assign tap[0]  = -14'd19;
    assign tap[1]  = -14'd68;
    assign tap[2]  =  14'd0;
    assign tap[3]  =  14'd120;
    assign tap[4]  =  14'd60;
    assign tap[5]  = -14'd166;
    assign tap[6]  = -14'd176;
    assign tap[7]  =  14'd169;
    assign tap[8]  =  14'd344;
    assign tap[9]  = -14'd89;
    assign tap[10] = -14'd557;
    assign tap[11] = -14'd134;
    assign tap[12] =  14'd781;
    assign tap[13] =  14'd592;
    assign tap[14] = -14'd982;
    assign tap[15] = -14'd1588;
    assign tap[16] =  14'd1120;
    assign tap[17] =  14'd5819;
    assign tap[18] =  14'd8191;
    assign tap[19] =  14'd5819;
    assign tap[20] =  14'd1120;
    assign tap[21] = -14'd1588;
    assign tap[22] = -14'd982;
    assign tap[23] =  14'd592;
    assign tap[24] =  14'd781;
    assign tap[25] = -14'd134;
    assign tap[26] = -14'd557;
    assign tap[27] = -14'd89;
    assign tap[28] =  14'd344;
    assign tap[29] =  14'd169;
    assign tap[30] = -14'd176;
    assign tap[31] = -14'd166;
    assign tap[32] =  14'd60;
    assign tap[33] =  14'd120;
    assign tap[34] =  14'd0;
    assign tap[35] = -14'd68;
    assign tap[36] = -14'd19;
    reg signed [WL-1:0]   inputbuffer[0:tap_num-1];
    integer i;
    always@(posedge clk or negedge rst_n) begin
        if(~rst_n) begin
            for(i=0;i<tap_num;i=i+1) begin
                inputbuffer[i] <= 14'd0;
            end
        end else begin
                inputbuffer[0] <= data_in;
            for(i=tap_num-1;i>0;i=i-1) begin
                inputbuffer[i] <= inputbuffer[i-1];
            end
        end
    end
    wire signed [(WL+WL)-1:0] mul_tmp [0:tap_num-1];
    wire signed [MAC_WL-1:0] mul [0:tap_num-1];
    genvar j;
    generate
        for(j=0;j<tap_num;j=j+1) begin
            assign mul_tmp[j] = inputbuffer[j] * tap[j];
        end
    endgenerate
    genvar jj;
    generate
        for(jj=0;jj<tap_num;jj=jj+1) begin
            assign mul[jj] = mul_tmp[jj][(WL+WL-1)-:20];
        end
    endgenerate
    reg signed [MAC_WL-1:0] add;
    always@* begin
        add = mul[0] + mul[1] + mul[2] + mul[3] + mul[4] + mul[5] + mul[6] + mul[7] + 
              mul[8] + mul[9] + mul[10] + mul[11] + mul[12] + mul[13] + mul[14] + mul[15] +
              mul[16] + mul[17] + mul[18] + mul[19] + mul[20] + mul[21] + mul[22] + mul[23] +
              mul[24] + mul[25] + mul[26] + mul[27] + mul[28] + mul[29] + mul[30] + mul[31] + 
              mul[32] + mul[33] + mul[34] + mul[35] + mul[36];
    end
    assign data_out = add;
endmodule
==> flow/run.sh <==
#!/bin/bash
# OpenROAD 26Q1-2900-gdf79404cd8, Yosys 0.63+post, stock flow scripts
make -C /OpenROAD-flow-scripts/flow DESIGN_CONFIG=/design/flow/config.mk WORK_HOME=/design/flow/orfs finish
==> flow/config.mk <==
export PLATFORM = sky130hd
export DESIGN_NAME = fir
export DESIGN_NICKNAME = fir
export VERILOG_FILES = /design/flow/design.v
export SDC_FILE = /design/flow/constraint.sdc
export NUM_CORES = 4
export LEC_CHECK = 1
export CORE_UTILIZATION = 50
==> flow/constraint.sdc <==
current_design fir

set clk_period 22.4
set clk_io_pct 0.2

create_clock -name clk0 -period $clk_period [get_ports {clk}]

set non_clock_inputs [all_inputs -no_clocks]
set_input_delay [expr $clk_period * $clk_io_pct] -clock clk0 $non_clock_inputs
set_output_delay [expr $clk_period * $clk_io_pct] -clock clk0 [all_outputs]
==> out/qor.yml <==
clk_pin_slew_ns: 0.06
fp_util: 0.5032
top_cell_area_share: 0.3508
track_usage: 0.2724
h-tree-depth: 3
wirelength_mm: 252.1
yosys-stat-area_mm2: 0.1043
grt_pass1_wl_mm: 400.3
fin_hold_ws_ns: 0.3467
wl_per_cell_um: 19.31
vias: 63660
setup_viol: 0
async_flop_share: 1.000
dp.final_hpwl_mm: 223.9
vias_per_cell: 4.877
clockBufferDepth: 3
ys_cells: 10070
io-pin-count: 36
yosys-top-cells-area: "fa_1 35%, ha_1 25%, dfrtp_1 12%, inv_1 11%, xnor2_1 3.6%"
crit_path_max_fanout: 8
cpMaxStageDelayCell: "a211oi_1"
worst_pin_slew_ns: 1.041
io_buffers: 35
post_dp_cell_area_mm2: 0.1084
antenna_found_initial: 4
cts_sinks: 518
crit_path_end_kind: "output pin"
ys_seq_share: 0.1243
area_delta_synth_final_pct: 6.347
synth.distinct_cells: 76
final_cell_area_mm2: 0.1109
cts_tree: "built"
synth_flops: 518
ctsResizeCount: 0
lay_top_cells: "3103 x inv_1, 2095 x ha_1, 1828 x fa_1"
post-route-drc-count: 0
setup_tns_ns: 0
synthesis.instances: 10070
ant_nets: 0
cts_setup_buffers: 0
final_cells: 13050
layout_top_cell: "inv_1"
hold_viol: 0
critPathLaunchType: "flip-flop"
cts_hold_buf: 0
drv_slew: 0
largest_reg_flops: 518
min_period_ns: 18.62
fp.dieH_um: 458.8
maxCapViolCount: 0
clock-root-buffer: "clkbuf_16"
drive_gt1_frac: 0.02612
top_regs: "inputbuffer: 518 flops"
coreArea_mm2: 0.2073
status: "finished clean"
edf_count: 0
synth.avg_cell_area_um2: 10.36
fin_crit_sh: 0.8315
hold_class: "reg -> reg"
cts_made_buffers: 69
clock_skew_ns: 0.03788
drt_iter0_drc: 2208
core.rowCount: 167
cp.required_ns: 17.92
flop_cell: "dfrtp_1"
dp_cells: 12930
fmaxAchievable_mhz: 53.69
fp.dieW_um: 458.8
grt_max_degree: 114
clk_latency_ns: 0.73
grt.overflow.total: 0
routabilityCongestion: 1.024
yosys_warnings: 2
openroad.warnings: 202
largest_register: "inputbuffer"
die_area_mm2: 0.2105
drt-pass1-iter-count: 7
synth_area_mm2: 0.1043
grt_pass1_vias: 69310
relSlewSlack: 0.2884
worst_path_most_repeated_cell: "fa_1"
rsz0062_at_grt: "no"
worstPathArrival_ns: 14.14
crit_type: "reg -> out"
slowest_delay_ns: 0.83
top_area_cell: "fa_1"
## final timing paths
path,start,to,slack [ns],depth (start not counted)
max in group asynchronous,rst_n,inputbuffer[18][13]$_DFF_PN0_,16.25,4
worst max-delay path,inputbuffer[17][3]$_DFF_PN0_,data_out[19],3.78,44
min in group asynchronous,rst_n,inputbuffer[32][9]$_DFF_PN0_,3.70,1
worst max register to register,inputbuffer[18][13]$_DFF_PN0_,inputbuffer[19][13]$_DFF_PN0_,21.13,1
worst min register to register,inputbuffer[2][8]$_DFF_PN0_,inputbuffer[3][8]$_DFF_PN0_,0.35,0
worst min-delay path,inputbuffer[2][8]$_DFF_PN0_,inputbuffer[3][8]$_DFF_PN0_,0.35,0
## Yosys cell counts, drive strengths merged (4+ instances only)
| cell | number |
|---|---|
| nand3 | 69 |
| inv | 3103 |
| a211o | 8 |
| xor2 | 272 |
| a31o | 19 |
| o41ai | 12 |
| fa | 1828 |
| a2111oi | 11 |
| mux2i | 23 |
| ha | 2095 |
| a21boi | 19 |
| nand2b | 53 |
| nor2 | 315 |
| mux2 | 39 |
| o41a | 4 |
| o211ai | 12 |
| a41o | 15 |
| nor2b | 72 |
| dfrtp | 518 |
| o21ai | 158 |
| xnor2 | 434 |
| nor4 | 5 |
| clkbuf | 9 |
| a21o | 86 |
| nand2 | 145 |
| nor3 | 90 |
| o21a | 57 |
| o2111ai | 7 |
| o31ai | 7 |
| a21oi | 266 |
| a31oi | 15 |
| a311oi | 5 |
| nand3b | 4 |
| o31a | 12 |
| nand4 | 13 |
| or2 | 32 |
| or3 | 36 |
| or4 | 7 |
| o21bai | 56 |
| and3 | 49 |
| and2 | 21 |
| o211a | 7 |
| a211oi | 16 |
| and4b | 5 |
## worst max-delay path: cells and delay by family, from the launching register on
family,cells,cell delay [ns]
adder cells (fa/ha/maj),17,7.19
buffers and inverters,8,0.84
AND-OR/OR-AND,11,3.20
flip-flops,1,0.50
XOR/XNOR,3,0.92
AND/OR/NAND/NOR,5,0.75
## through the flow
step / utilization / setup slack (ns)
detailed placement: 0.5232 / 4.685
finish: 0.5352 / 3.775
floorplan: - / 6.455
CTS: 0.5351 / 3.812
global placement: 0.5232 / 4.608
global route: 0.5352 / 3.132
## metal layers
metal | vias up | part of all wire | global-route usage
met3 | 240 | 0.11 | 0.1285
met5 | - | 0.00013 | 0
met1 | 31010 | 0.41 | 0.3780
met4 | 6 | 0.035 | 0.06835
met2 | 1344 | 0.45 | 0.4020
li1 | 31060 | - | -
## cell type report
class / count / area, um^2
Multi-Input combinational cell: 6440 / 79660
Tap cell: 2788 / 3488
Antenna cell: 3 / 7.507
Fill cell: 17860 / 96350
Inverter: 3103 / 11650
Timing Repair Buffer: 76 / 688.2
Clock inverter: 40 / 603.1
Clock buffer: 85 / 1877
Sequential cell: 518 / 12960
## kinds of logic (layout without fill, tap and decap cells)
group / count (synthesis) / in the layout / synth area share
adders and majority gates: 3923 / 3923 / 0.6021
buffers and inverters: 3115 / 3304 / 0.1121
and+or+nand+nor: 923 / 923 / 0.04291
AOI/OAI and AO/OA: 822 / 822 / 0.05205
xor gates and xnor gates: 710 / 710 / 0.06017
DFF: 518 / 518 / 0.1243
muxes: 62 / 62 / 0.006417
other: 0 / 3 / 0
